==> design.v <==
`timescale 1ns / 1ps
module decoder4x16(
input [3:0] in,
output reg [15:0] out
);
always @(*) begin
case (in)
4'b0000 : out = 16'b0000000000000001;
4'b0001 : out = 16'b0000000000000010;
4'b0010 : out = 16'b0000000000000100;
4'b0011 : out = 16'b0000000000001000;
4'b0100 : out = 16'b0000000000010000;
4'b0101 : out = 16'b0000000000100000;
4'b0110 : out = 16'b0000000001000000;
4'b0111 : out = 16'b0000000010000000;
4'b1000 : out = 16'b0000000100000000;
4'b1001 : out = 16'b0000001000000000;
4'b1010 : out = 16'b0000010000000000;
4'b1011 : out = 16'b0000100000000000;
4'b1100 : out = 16'b0001000000000000;
4'b1101 : out = 16'b0010000000000000;
4'b1110 : out = 16'b0100000000000000;
4'b1111 : out = 16'b1000000000000000;
endcase
end
endmodule
module decoder3x8(
input [2:0] in,
output reg [7:0] out
);
always @(*) begin
case (in)
3'b000 : out = 8'b00000001;
3'b001 : out = 8'b00000010;
3'b010 : out = 8'b00000100;
3'b011 : out = 8'b00001000;
3'b100 : out = 8'b00010000;
3'b101 : out = 8'b00100000;
3'b110 : out = 8'b01000000;
3'b111 : out = 8'b10000000;
endcase
end
endmodule
module mux4x1 #(parameter DATAWIDTH = 16, INPUTS = 4, SELECT = 2)(
input [0:INPUTS-1][DATAWIDTH - 1 : 0]  in ,
output reg [DATAWIDTH - 1 : 0]  out,
input [SELECT - 1 : 0] sel
);
always @(*) begin
out = in[sel];
end
endmodule
module demux1x4 #(parameter DATAWIDTH = 16, OUTPUTS = 4, SELECT = 2)(
input [DATAWIDTH - 1 : 0] in,
output reg [0:OUTPUTS - 1][DATAWIDTH - 1 : 0]  out,
input [SELECT - 1 : 0] sel
);
integer i;
always @(*) begin
for(i = 0; i < OUTPUTS; i = i + 1) begin
if(i == sel) out[i] <= in;
else out[i] <= 0;
end
end
endmodule
module decoder #(parameter IN = 2)(
input [IN-1 : 0] in,
output reg [(1<<IN) - 1: 0]  out
);
always @(*) begin
out = 0;
out[in] = 1'b1;
end
endmodule
module encoder #(parameter IN = 2)(input [(1 << IN) - 1 : 0] in,
output reg[IN - 1 : 0] out);
integer i;
always @(*) begin
for(i = 0; i < (1 << IN) ;  i =i + 1)
begin
if(in[i]) out = i;
end
end
endmodule
module demux1x8(
input [15 : 0] data,
output [15 : 0] o0, o1, o2, o3, o4, o5, o6, o7
);
endmodule
module mux4x1_tb;
    parameter DATAWIDTH = 1;
    parameter INPUTS = 4;
    parameter SELECT = 2;
    reg [3 : 0] in;  
    reg [SELECT-1:0] sel;               
    wire [DATAWIDTH-1:0] out;           
    mux4x1 #(DATAWIDTH, INPUTS, SELECT) uut (
        .in({in[0], in[1], in[2], in[3]}),
        .out(out),
        .sel(sel));
endmodule
==> run.sh <==
#!/bin/bash
# OpenROAD 26Q1-2900-gdf79404cd8, Yosys 0.63+post, stock flow scripts
make -C /OpenROAD-flow-scripts/flow DESIGN_CONFIG=/design/flow/config.mk WORK_HOME=/design/flow/orfs finish
==> config.mk <==
export PLATFORM = sky130hd
export DESIGN_NAME = decoder4x16
export DESIGN_NICKNAME = decoder4x16
export VERILOG_FILES = /design/flow/design.v
export SDC_FILE = /design/flow/constraint.sdc
export NUM_CORES = 4
export LEC_CHECK = 1
export CORE_AREA = 10 10 70 70
export DIE_AREA = 0 0 80 80
==> constraint.sdc <==
current_design decoder4x16

set clk_period 1.0
set clk_io_pct 0.2

create_clock -name clk0 -period $clk_period

set non_clock_inputs [all_inputs -no_clocks]
set_input_delay [expr $clk_period * $clk_io_pct] -clock clk0 $non_clock_inputs
set_output_delay [expr $clk_period * $clk_io_pct] -clock clk0 [all_outputs]
==> flow_summary.toml <==
# flow metrics
[floorplan]
core_um2 = 3416
die_h_um = 80
die_x_um = 80
core_util_floorplan = 0.06630
die-area_um2 = 6400
ios = 20
placement_rows = 21

[sta]
final-hold-violation-count = 0
relSlewSlack = 0.8666
fmax_mhz = 867.1
setup_viol = 13
min_period_ns = 1.153
slew_violations = 0
fin_crit_sh = 1.153
worstMarginPinSlew_ns = 0.1992
fin_ws_ns = -0.1533
rsz0062_at_grt = "yes"

[setup_path]
critical_path_class = "primary input to output port"
critical_path_arrival_ns = 0.95
cp.required_ns = 0.80
start_kind = "primary input"
end_kind = "output port"
crit_fanout = 7

[routing]
vias = 355
firstDrtPassIters = 3
top_layer_used = "met3"
n_antenna_cell = 0
post_drt_wl_per_cell_um = 13.95
final_antenna_net_count = 0
drc = 0
wl_met2_um = 489
routed_wl_mm = 1.423
drt_iter0_markers = 2
m1WireLength_um = 809
wl_met3_um = 125
via_per_inst = 3.480

[yosys]
yosysMostFrequentCell = "and4bb_2"
ys_top_cells_by_count = "and4bb_2 (6), and4b_1 (4), buf_4 (4), nor4b_2 (4)"
ys_seq_frac = 0
top_area_frac = 0.3315
compound_area_frac = 0
largest_area_cell = "and4bb_2"
ys_cells = 20
synthTopCellsByArea = "and4bb_2 (33%), nor4b_2 (27%), and4b_1 (18%)"
top_logic_kind = "simple AND/OR/NAND/NOR gates"
syn_area_per_cell_um2 = 11.32
yosys.area_share.simple = 0.8674
syn-cell-area_um2 = 226.5
yosys_area_um2 = 226.5
mux_area_frac = 0
adder_share = 0
synth_cells = 20
synth_cell_types = 6
xor_area_frac = 0
synth_warnings = 1

[cells_and_area]
layout-drive-gt1-share = 0.9107
flop-count = 0
regArea_um2 = 0
finalInstanceArea_um2 = 706.9
fill_cells = 365
comb_area_um2 = 240.2
clkbuf_count = 0
syn2layout_area_growth_pct = 212.2
final_util = 0.2070

[global_route]
antenna_found_initial = 0
grt_max_degree = 8
grt.overflow.total = 0
grt_pass1_wl_mm = 2.049
track_usage = 0.03994
grt_pass1_vias = 359

[outcome]
violations = "setup timing"
status = "finished with violations"

[place]
port_buffers = 20
hpwl_um = 659.2
placed_area_um2 = 509.2
gp_congestion = 0.6916

[job]
warnings = 34
max_cap_violations = 0

[power_and_ir_drop]
p_per_area_nw_per_um2 = 345.6
leakage_uw = 0.0003388
ir_drop_v = 0.0001298

[worst_hold_path]
hp-class = "primary input to output port"

[clocking]
hold_buffers = 0
[report_power, final]
group          internal, uW  switching [uW]
logic                   158            86.4
registers                 0               0
clock network             0               0
[cell type report]
cell class	count	area share
multi-input combinational	16	0.3398
tap	46	0.08142
timing repair buffer	40	0.5788
[what timing repair did]
item	4_1_cts	5_1_grt
setup endpoints to repair	16	13
buffers inserted	11	1
gates cloned	4	0
pin swaps	13	8
gates resized	88	9
[cell families (layout without fill, tap and decap cells)]
| kind of cell | after synthesis | count (layout) |
|---|---|---|
| simple gates | 16 | 16 |
| buf+inv | 4 | 40 |
[worst paths after layout]
path | start | endpoint | slack, ns | cells after the start
hold / removal | in[3] | out[1] | 0.75 | 4
setup / recovery | in[3] | out[2] | -0.15 | 5
[metal layers]
| layer | vias up | global-route usage |
|---|---|---|
| met5 | - | 0 |
| met4 | 0 | 0 |
| met3 | 0 | 0.01136 |
| met2 | 20 | 0.04655 |
| met1 | 172 | 0.06922 |
| li1 | 163 | - |
[critical path, cell delays in order]
cell	delay, ns
buf_12	0.11
buf_16	0.13
buf_6	0.11
nor4b_4	0.26
buf_2	0.14
[cell usage in the layout, fill, tap and decap left out]
cell type  netlist  layout
buf_2            0      16
buf_6            0      13
and4bb_2         6       6
and4b_1          4       4
nor4b_4          0       4
buf_8            0       3
buf_12           0       3
buf_4            4       3
buf_16           0       2
nor4_4           0       1
and4_1           1       1
[per-stage QoR]
stage	instances	hold WS [ns]	setup WS [ns]	power (uW)	TNS, ns
5_1_grt	102	0.7714	-0.1802	260.1	-1.469
2_1_floorplan	20	0.5415	0.2501	50.87	0
3_3_place_gp	86	1.500	-0.7890	127.8	-12.02
3_5_place_dp	86	1.501	-0.8135	129.3	-12.07
6_report	102	0.7545	-0.1533	244.3	-1.057
4_1_cts	101	0.7498	-0.1347	213.0	-0.9876
No activity file was given, so power comes from the tool's default toggle rates.
